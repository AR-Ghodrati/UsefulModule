==> flow/design.v <==
module mem(r,w,in,out,address,clk);
	input r,w;
	input [15:0] in;
	output reg [15:0] out;
	input clk;
	input [7:0] address;
	reg [15:0] Mem[0:255];
	always @(posedge clk)
	begin
		if(r)
			out<=Mem[address];
		else if(w)
			Mem[address]<=in;
	end	
endmodule
==> flow/run.sh <==
#!/bin/bash
# OpenROAD 26Q1-2900-gdf79404cd8, Yosys 0.63+post, stock flow scripts
make -C /OpenROAD-flow-scripts/flow DESIGN_CONFIG=/design/flow/config.mk WORK_HOME=/design/flow/orfs finish
==> flow/config.mk <==
export PLATFORM = sky130hd
export DESIGN_NAME = mem
export DESIGN_NICKNAME = mem
export VERILOG_FILES = /design/flow/design.v
export SDC_FILE = /design/flow/constraint.sdc
export NUM_CORES = 4
export LEC_CHECK = 1
export CORE_UTILIZATION = 30
==> flow/constraint.sdc <==
current_design mem

set clk_period 23.7
set clk_io_pct 0.2

create_clock -name clk0 -period $clk_period [get_ports {clk}]

set non_clock_inputs [all_inputs -no_clocks]
set_input_delay [expr $clk_period * $clk_io_pct] -clock clk0 $non_clock_inputs
set_output_delay [expr $clk_period * $clk_io_pct] -clock clk0 [all_outputs]
==> Changelog: implementation <==
## Implementation

* Status: finished, final reports clean
* Number of global-route vias before repair at approximately 82000
* Level count of the clock H-tree at 5
* Summed area of non-filler cells in the final layout at 181000 µm²
* Global route total overflow at 0
* Post-synthesis async set-or-reset flop share at 0%
* CTS clk-pin slew, worst paths at 0.06 ns
* Switching portion of total power at 21.0%
* Synthesis-to-finish area growth at 16.3%
* Max-capacitance violation count at 0
* Clock sink count at 4112
* Row cnt at between 200 and 300
* Worst path max stage delay at ~1.1 ns
* Buffer count from post-CTS setup fixing at 0
* Mean area per synthesized cell at 23.2 µm²
* Clk ins delay skew pair at 1.00 ns
* Combinational fraction of design power at approximately 4.4%
* Final number of max-transition violations at 0
* Total wire length after detailed routing at approximately 410000 µm
* Unrepaired setup endpoints after global routing: false
* Tally of yosys warning messages at 1
* Critical setup path kind: in -> reg
* Leakage at 0.0547 µW
* Worst Max-Slew Pin Slew at 1.39 ns
* Final clock period utilization by the worst path at 47.1%
* Setup TNS at 0 ns
* Unique cell types at 21
* Vias per inst at 5.08
* Area enclosed by the die boundary at 520000 µm²
* Post-CTS Resized at 0
* Clock network fraction of total power at 42.8%
* Number of cell instances on the worst register-to-register path at 5
* Footprint of the multi-input gates at 30400 µm²
* Worst Setup Start Kind: primary input
* GR Util All Layers at 17.0%
* Reg power frac at 52.8%
* Count of unresolved DRC violations after routing at 0
* Maximum number of pins on one net before global-route repair at 108
* Buffers from clock root to sink, at most at 4
* Core utilization at floorplan at 30.2%
* Initial DRC Count at 5349
* Count of nets left with antenna violations after detail routing at 0
* Die height at 721 µm
* Endpoints failing hold at 0
* Yosys Chip Area at 155000 µm²
* Worst ir drop on vdd at 0.0604 mV
* Total internal power at between 10000 and 15000 µW
* Number of placed I/O pins at 43
* Final setup violation count at 0
* Internal reg-to-reg setup slack at approximately 20 ns
* CTS Root Cell: sky130_fd_sc_hd__clkbuf_16
* Estimated wirelength of the detail-placed design at 244000 µm
* Core box area at 514000 µm²
* Number of enable flip-flop cells at 4112
* TritonCTS clock tree: done
* Placer Congestion at slightly below 0.9
* Fraction of final layout cells with drive strength greater than 1 at slightly below 30%
* Global-route wire length before repair at 590000 µm
* Number of warnings the tools reported at 31
* Arrival time at the worst endpoint at approximately 12 ns
* Category of the worst setup path capture point: flip-flop
* Dpl cell area at approximately 170000 µm²
* Clock skew after layout at 0.0674 ns
* Upper clock frequency limit at 89.6 MHz
* Number of iterations in the first detailed-routing pass at 5
* Crit-path slowest cell: sky130_fd_sc_hd__o41ai_1
* Filler instances at around 46000
* Inserted Clock Buffers at 414
* Most Frequent Cell on Critical Path: sky130_fd_sc_hd__buf_4
* Start point of the critical path: address[0]
* Worst Path Max Fanout at 57
* Final setup margin at 12.53 ns
* Cell Area, Synth at 155000 µm²
* CP Data Required Time at between 20 and 25 ns
* Number of synthesized register bits at 4112
* Combined flip-flop and latch cell area at approximately 120000 µm²
* Worst Setup EP: out[14]
* Switching power at 3190 µW
* Worst setup timing slack at the placement stage at 11.37 ns
* Worst flop-to-flop path startpoint: Mem[175][14]
* IO buf count at approximately 42
* Final min period at 11.17 ns
* Synth Flop Type: sky130_fd_sc_hd__edfxtp_1
* Post-cts hold-fix buffer tally at 0
* Mean routed wirelength per cell at ~28 µm
* Horizontal die dimension at slightly above 700 µm
* Proportion of synthesized chip area in sequential cells at 79.5%
* Destination of the worst register-to-register timing path: out[14]
* Number of standard cells after synthesis at 6705
* Cell chain of the critical path: buf_16 > buf_4 > buf_4 > buf_4 > buf_4 > buf_4 > buf_4 > buf_4 > mux4_2 > a22oi_1 > a21oi_1 > o41ai_1 > nand4_1
* Worst hold-check path type: reg -> reg
* Max-slew headroom at 7.38%
* Vias post-DR at 73788
* Antenna violations before repair at 23
* Count of instantiated cells in the yosys netlist at about 6700
* Power Density at 84.2 nW/µm²
==> Yosys cell counts (4+ instances only) <==
| cell type | number | area share (%) |
|---|---|---|
| sky130_fd_sc_hd__a21oi_1 | 256 | 0.83 |
| sky130_fd_sc_hd__a22oi_1 | 512 | 2.5 |
| sky130_fd_sc_hd__buf_1 | 19 | 0.046 |
| sky130_fd_sc_hd__buf_2 | 107 | 0.34 |
| sky130_fd_sc_hd__clkbuf_1 | 283 | 0.68 |
| sky130_fd_sc_hd__edfxtp_1 | 4112 | 80 |
| sky130_fd_sc_hd__mux4_2 | 1024 | 15 |
| sky130_fd_sc_hd__nand2_1 | 30 | 0.073 |
| sky130_fd_sc_hd__nand3_1 | 4 | 0.013 |
| sky130_fd_sc_hd__nand4_1 | 16 | 0.064 |
| sky130_fd_sc_hd__nor2_1 | 260 | 0.63 |
| sky130_fd_sc_hd__nor2b_1 | 7 | 0.028 |
| sky130_fd_sc_hd__o41ai_1 | 64 | 0.36 |
==> worst min-delay path by stage <==
stage            from  slack (ns)  cells after the start      to
6_report  Mem[128][7]        1.02                      5  out[7]
4_1_cts   Mem[130][7]        1.03                      5  out[7]
5_1_grt   Mem[128][7]        1.08                      5  out[7]
==> cell type report <==
type                    count  share of cell area, %
diodes                     54                 0.0748
clock buffers             486                   5.98
clock inverters           275                   1.54
multi-input cells        2181                   16.9
flip-flops and latches   4112                   68.4
well taps                6890                   4.77
repair buffers            540                   2.40
==> cells in the final DEF, fill, tap and decap left out, drive strengths merged, types with 4 or more instances in the layout <==
cell,n
bufinv,47
nor2,260
clkdlybuf4s50,24
o41ai,64
diode,54
clkinvlp,21
clkbuf,486
mux4,1024
nand3,4
nor2b,7
inv,15
a22oi,512
a21oi,256
nand2,30
buf,516
edfxtp,4112
nand4,16
clkinv,192
==> per-stage QoR <==
stage	utilization (%)	total power, µW	hold WS, ns	instances
3_3_place_gp	32.4	8840	1.04	13715
5_1_grt	35.1	15600	1.08	14519
2_1_floorplan	-	8500	0.896	6705
4_1_cts	35.1	15300	1.03	14484
6_report	35.1	15200	1.02	14538
3_5_place_dp	32.5	8850	1.05	13723
==> layer usage <==
layer	up-vias	global-route usage [%]	wire length, µm
met4	50	5.04	15200
met2	5461	25.1	190000
li1	30140	-	-
met1	37371	16.4	122000
met5	-	3.92	3130
met3	766	15.9	82500
==> state kept, by name, summed over array words and instances (netlist names) <==
signal	flops
Mem	4096
out	16
==> cell families (layout without fill, tap and decap cells) <==
group,after synthesis,after routing,synth area share [%]
flip-flops,4112,4112,79.5
multiplexers,1024,1024,14.9
AND-OR/OR-AND,832,832,3.66
buffers and inverters,412,1301,1.09
AND/OR/NAND/NOR,325,325,0.842
other,0,54,0
==> power by group through the flow <==
stage         combinational [µW]  clock, µW  sequential, µW
finish                       667       6500            8030
CTS                          673       6610            8030
global route                 714       6880            8030
==> worst max-delay path: cells and delay by family <==
family                 cells  cell delay (ns)
AOI/OAI and AO/OA          3             1.45
buffers and inverters      8             4.64
muxes                      1             0.60
and+or+nand+nor            1             0.18
Power and IR drop assume default switching activity.
