[/design/flow/config.mk]
export PLATFORM = sky130hd
export DESIGN_NAME = uart
export DESIGN_NICKNAME = uart
export VERILOG_FILES = /design/flow/design.v
export SDC_FILE = /design/flow/constraint.sdc
export NUM_CORES = 4
export LEC_CHECK = 1
export CORE_UTILIZATION = 50
[/design/flow/constraint.sdc]
current_design uart

set clk_period 5.1
set clk_io_pct 0.2

create_clock -name clk0 -period $clk_period [get_ports {clk}]

set non_clock_inputs [all_inputs -no_clocks]
set_input_delay [expr $clk_period * $clk_io_pct] -clock clk0 $non_clock_inputs
set_output_delay [expr $clk_period * $clk_io_pct] -clock clk0 [all_outputs]
[/design/flow/design.v]
module uart(Data_in_u, tx, rx, Data_out_u, Address_u, clk, r, w,reset);
	input [15:0] Data_in_u;
	input [1:0] Address_u;
	input clk,r,w,reset;
	output reg [15:0] Data_out_u;
	output reg tx;
	input rx;
	reg [15:0] urat_regs [0:2];
	reg [4:0] counter_Receive,counter_Send;
	reg temp_r;
	reg [1:0] state_Receive=0
	,state_Send=0;
    reg stop_Sending;
	reg [17:0] data_for_send , data_for_receive;
	always @(posedge clk)
		begin
		   if(reset)begin
		    counter_Receive <=17 ;
			data_for_receive <= 0;
			 urat_regs[2] <= 0;
		   end
		   else begin
          case(state_Receive)
		   0:begin
		     if(~rx) begin  
			 state_Receive <=1;			 
			 data_for_receive[counter_Receive] <=rx;
			 counter_Receive <=counter_Receive-1;
			 end
		   end
		   1:begin
		      data_for_receive[counter_Receive] <=rx;
			  counter_Receive <=counter_Receive-1;
			  if(counter_Receive <= 0) begin
					 urat_regs[2][1] <= 1;
					 state_Receive <=0;
					 counter_Receive <=0;
					 urat_regs[0]<=data_for_receive[16:1];
			  end
		   end
		   default: state_Receive <=0;
		   endcase
		end
	end
		always @(posedge clk)begin
		if(reset)begin
		data_for_send <= 0;
		end
		else begin
		case(state_Send)
		 0:
		 begin
		    stop_Sending <= 0;
		   if(urat_regs[2][0] == 16'b01) 
		   begin
                state_Send <=1;
				counter_Send <=16;
				data_for_send<={1'b1 , urat_regs[1] , 1'b0};
		   end
		end
		   1:
		    begin
				tx <= data_for_send[counter_Send];
				counter_Send <= counter_Send-1;
              if(counter_Send <= 1)begin
			     state_Send <=0;
                 stop_Sending <= 1;
				 state_Send<=3;
				 end
		   end
		   3:begin
			state_Send<=0;
		   end
		   default: state_Send <=0;
		 endcase
		end
	end
	always@(posedge clk) begin
	if(stop_Sending)
	  urat_regs[2][0] <= 0;
	case (Address_u)
     2'b00:begin
       if(r) 
	   begin
	   Data_out_u <= urat_regs[0];
	   temp_r<=0;
	   end
	   else if(w)
	     begin
	     urat_regs[2] <= 16'b010;
		 data_for_send<={1'b1 , urat_regs[0],1'b0};
	  end
	end
	 2'b01:begin
	   if(r) Data_out_u <= urat_regs[1];
	   if(w) urat_regs[1] <= Data_in_u;
	end
	 2'b10:begin
		if(r)
		begin
		Data_out_u<=urat_regs[2];
		end
		else
		begin
		if(w)
		urat_regs[2]<=Data_in_u;
		end
	end
endcase
	end
endmodule
[/design/flow/run.sh]
#!/bin/bash
# OpenROAD 26Q1-2900-gdf79404cd8, Yosys 0.63+post, stock flow scripts
make -C /OpenROAD-flow-scripts/flow DESIGN_CONFIG=/design/flow/config.mk WORK_HOME=/design/flow/orfs finish
==> metrics.cfg <==
[synthesis]
synth_cell_types = 35
ys.flops = 72
edf_count = 50
largest_area_cell = edfxtp_1
top_area_frac = 0.510
synth_seq_share = 0.660
synth_warnings = 2
yosysChipArea_um2 = 2940
ff_type = edfxtp_1
ys_top_cells_by_count = 50 x edfxtp_1, 35 x inv_1, 22 x dfxtp_1, 22 x o21ai_0, 21 x nand2_1
synthArstFlopShare = 0
area_leaders = edfxtp_1 51%, dfxtp_1 15%, inv_1 4.5%
most_common_cell = edfxtp_1
ys_cells = 242

[run_status]
outcome = did not finish
failed_stage = 1_2_yosys
error_line = ERROR: Found 1 problems in 'check -assert'.

## cell families after synthesis
family          Yosys count  share of synthesized area
buf+inv                  42                     0.0561
other cells               1                    0.00127
mux                       4                     0.0136
xor+xnor                  4                     0.0170
fa+ha+maj                 8                     0.0340
flops                    72                      0.660
compound gates           48                      0.106
simple gates             63                      0.111
